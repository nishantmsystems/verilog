==> design.v <==
module counter (  input clk,      
                  input resetn,             
                  output reg[31:0] last);    
  always @ (posedge clk) begin
    if (! resetn)
      last <= 0;
    else
      last <= last + 1;
  end
endmodule
==> run.sh <==
#!/bin/bash
# OpenROAD 26Q1-2900-gdf79404cd8, Yosys 0.63+post, stock flow scripts
make -C /OpenROAD-flow-scripts/flow DESIGN_CONFIG=/design/flow/config.mk WORK_HOME=/design/flow/orfs finish
==> config.mk <==
export PLATFORM = sky130hd
export DESIGN_NAME = counter
export DESIGN_NICKNAME = counter
export VERILOG_FILES = /design/flow/design.v
export SDC_FILE = /design/flow/constraint.sdc
export NUM_CORES = 4
export LEC_CHECK = 1
export CORE_UTILIZATION = 30
==> constraint.sdc <==
current_design counter

set clk_period 4.0
set clk_io_pct 0.2

create_clock -name clk0 -period $clk_period [get_ports {clk}]

set non_clock_inputs [all_inputs -no_clocks]
set_input_delay [expr $clk_period * $clk_io_pct] -clock clk0 $non_clock_inputs
set_output_delay [expr $clk_period * $clk_io_pct] -clock clk0 [all_outputs]
==> GITHUB_STEP_SUMMARY <==
### Metrics collected by this job

| Metric | Value |
|---|---|
| Syn Area/Cell | `8.73 µm²` |
| R2R setup slack | `1.75 ns` |
| Global-route wire length before repair | `5060 µm` |
| Pwr per Cell Area | `307 mW/mm²` |
| FMAX | `0.444 GHz` |
| Vias in the first global route | `1079` |
| Post-CTS setup buffers | `0` |
| Area grow syn2layout | `31.7%` |
| Leakage power | `0.549 nW` |
| Largest register FFs | `32` |
| Routed WL per cell | `11.8 µm` |
| WP buf/inv | `0` |
| Crit Path Category | `register to register` |
| Ys flops | `32` |
| Final setup viols | `0` |
| Post-synthesis sequential area ratio | `43.7%` |
| Fin crit period | `2.25 ns` |
| Site row count | `25` |
| Biggest register | `last` |
| Worst path cell trace | `ha_1 -> and4_1 -> or4b_1 -> or4_1 -> a21oi_1` |
| Avg Vias per Cell | `4.96` |
| HP Class | `register to register` |
| Fin cells | `267` |
| N_diodes | `0` |
| Max-cap violations | `0` |
| Die Wd | `71.9 µm` |
| CTS clk-pin slew, worst paths | `0.06 ns` |
| Ratio of cells with drive above 1 in the final layout | `4.50%` |
| Cell Type Count | `30` |
| Hold_sp | `last[31]$_SDFF_PN0_` |
| Via count | `1323` |
| Height of the die | `71.9 µm` |
| RR Endpoint | `last[22]$_SDFF_PN0_` |
| Total GRT Usage | `12.6%` |
| CP Max Fanout | `11` |
| Antenna viol nets, final | `0` |
| Slew headroom | `50.1%` |
| Die Area | `0.00517 mm²` |
| Final hold vios | `0` |
| Tool warnings | `25` |
| Max-slew violations | `0` |
| CP startpoint kind | `register` |
| Post-CTS Hold Buffers | `0` |
| Clock Skew | `0.00224 ns` |
| Fill count | `487` |
| Mapped Cells | `168` |
| Worst hold path depth | `2` |
| CP required | `4.19 ns` |
| IO Pins | `34` |
| Hold Slack | `0.473 ns` |
| DP HPWL | `2100 µm` |
| Initial antenna violation count | `0` |
| Top cell family by delay on the critical path | `simple AND/OR/NAND/NOR gates` |
| CTS root buf | `clkbuf_8` |
| Core area | `0.00472 mm²` |
| CP peak stage delay | `0.63 ns` |
| H-Tree Depth | `2` |
| WP data arrival | `2.45 ns` |
| Placed insts | `259` |
| Num CTS Buffers | `5` |
| Status | `completed` |
| RSZ-0062 raised after global routing | `false` |
| CTS sink cnt | `32` |
| EDFF count, synth | `0` |
| Syn. warnings | `1` |
| Ys flop type | `dfxtp_1` |
| # DRC | `0` |
| Yosys Chip Area | `0.00147 mm²` |
| 1st-iter DRT viols | `50` |
| Worst R2R Path Depth | `5` |
| Yosys Instances | `168` |
| Final Core Density | `40.9%` |
| Tot Pwr | `0.593 mW` |
| Total negative setup slack | `0 ns` |
| Synth Cell Area | `0.00147 mm²` |
| Worst vdd ir | `169 µV` |
| Final wirelength | `3160 µm` |
| Critical R2R Launch | `last[0]$_SDFF_PN0_` |
| Post-cts gate resize count | `0` |
| Worst slew pin tran | `0.744 ns` |
| Period utilization | `56.4%` |
| CTS tree | `done` |
| Clk ins delay skew pair | `0.28 ns` |
| Crit-path slowest cell | `or4b_1` |
| Number of I/O port buffers | `33` |
| Biggest regs | `last x32` |
| Placer Congestion | `0.769` |
| Largest net degree at the start of global routing | `28` |
| Init Core Util | `31.0%` |
| Clock Tree Buf Depth | `2` |
| Async set-or-reset flop fraction in the synthesized netlist | `0%` |
| Worst hold endpoint | `last[31]$_SDFF_PN0_` |
| Grt total ovfl | `0` |
| Pre-antenna DRT Iters | `4` |
| Worst Setup End Kind | `register` |
-- metal layers --
metal	track usage (%)	part of all wire (%)	vias up
met5	0	0	-
li1	-	-	685
met4	1.96	0.85	0
met2	17.8	42	34
met3	3.38	4.9	2
met1	20.2	52	602
-- where the power goes --
group | internal, mW | switching [mW]
clock | 0.140 | 0.113
combinational | 0.00758 | 0.00782
sequential | 0.321 | 0.00349
-- through the flow --
step                setup slack, ns  cell area [µm²]
finish                         1.75             1930
global route                   1.56             1930
CTS                            1.76             1930
detailed placement             1.46             1840
global placement               1.48             1840
floorplan                      2.04             1470
-- worst max path at each step --
| stage | startpoint | to | cells past startpoint |
|---|---|---|---|
| 4_1_cts | resetn | last[20]$_SDFF_PN0_ | 3 |
| 6_report | last[0]$_SDFF_PN0_ | last[22]$_SDFF_PN0_ | 5 |
| 5_1_grt | resetn | last[15]$_SDFF_PN0_ | 3 |
-- cells in the mapped netlist (4+ instances only) --
library cell,instances,area share [%]
o31ai_1,11,5.6
dfxtp_1,32,44
o21ai_0,6,2.0
a21oi_1,17,5.8
buf_2,5,1.7
nand2_1,14,3.6
nand4_1,6,2.6
inv_1,4,1.0
nand3_1,8,2.7
xnor2_1,5,3.0
or3_1,6,2.6
or4_1,13,6.7
xor2_1,4,2.4
clkbuf_1,4,1.0
nor2_1,10,2.6
-- final cells by class --
class                      count  area, µm²  area share (%)
timing repair buffer          33        330            17.1
sequential                    32        641            33.2
clock buffer                   8       90.1            4.67
inverter                       5       18.8           0.972
multi-input combinational    122        767            39.7
tap                           67       83.8            4.34
-- cell usage in the layout, fill, tap and decap left out, drive strengths merged --
cell type / synthesis / final
a21oi: 17 / 17
and2: 1 / 1
and4: 3 / 3
clkbuf: 4 / 8
clkdlybuf4s50: 0 / 33
clkinv: 1 / 1
dfxtp: 32 / 32
ha: 1 / 1
inv: 4 / 4
mux2i: 3 / 3
nand2: 14 / 14
nand2b: 3 / 3
nand3: 9 / 9
nand4: 6 / 6
nor2: 10 / 10
nor3: 2 / 2
nor3b: 1 / 1
nor4: 3 / 3
o21a: 1 / 1
o21ai: 6 / 6
o31a: 1 / 1
o31ai: 11 / 11
or3: 6 / 6
or3b: 1 / 1
or4: 13 / 13
or4b: 1 / 1
xnor2: 5 / 5
xor2: 4 / 4
-- kinds of logic after synthesis --
family / Yosys count / synth area share (%)
and+or+nand+nor: 73 / 29.4
AOI/OAI and AO/OA: 36 / 14.6
DFF: 32 / 43.7
buffers and inverters: 14 / 4.01
xor gates and xnor gates: 9 / 5.38
muxes: 3 / 2.05
adders and majority gates: 1 / 0.853
-- worst min-delay path, cell delays in order (launching register included) --
cell     delay, ns
dfxtp_1       0.32
nand2_1       0.05
mux2i_1       0.06
No activity file was given, so power comes from the tool's default toggle rates.
