### flow/run.sh
#!/bin/bash
# OpenROAD 26Q1-2900-gdf79404cd8, Yosys 0.63+post, stock flow scripts
make -C /OpenROAD-flow-scripts/flow DESIGN_CONFIG=/design/flow/config.mk WORK_HOME=/design/flow/orfs finish
### flow/config.mk
export PLATFORM = sky130hd
export DESIGN_NAME = modncounter
export DESIGN_NICKNAME = modncounter
export VERILOG_FILES = /design/flow/design.v
export SDC_FILE = /design/flow/constraint.sdc
export NUM_CORES = 4
export LEC_CHECK = 1
export CORE_AREA = 10 10 70 70
export DIE_AREA = 0 0 80 80
### flow/constraint.sdc
current_design modncounter

set clk_period 1.0
set clk_io_pct 0.2

create_clock -name clk0 -period $clk_period [get_ports {clk}]

set non_clock_inputs [all_inputs -no_clocks]
set_input_delay [expr $clk_period * $clk_io_pct] -clock clk0 $non_clock_inputs
set_output_delay [expr $clk_period * $clk_io_pct] -clock clk0 [all_outputs]
### flow/design.v
module modncounter 
# (parameter N = 10,
     parameter SIZE = 4) (
input clk, 
input rstn,
output reg [SIZE-1:0] out
);
integer i;
always @(posedge clk) begin
	if(!rstn) begin
		out<=0;
	end
	else begin
		if (out==N-1)
			out<=0;
		else
			out<=out+1;
	end
end
endmodule
==> qor.yml <==
outcome:
  status: "finished with violations"
  violations: "negative setup slack"
global_routing:
  gr-usage-met1_pct: 2.07
  use_met3_pct: 1.70
  track_usage_pct: 1.72
  gr-usage-met2_pct: 2.01
  antenna_found_initial: 0
  overflow: 0
  grt_max_degree: 7
  grt_busiest_layer: "met1"
  grt_pass1_vias: 186
  grt_pass1_wl_um: 841
power_and_ir_drop:
  leakage_nw: 0.137
  cellPowerDensity_nw_per_um2: 1220
  ir_drop_uv: 711
route:
  num_vias: 171
  wl_um: 510
  antennaDiodeCount: 0
  drc: 0
  viasPerCell: 2.22
  first_iter_violations: 4
  first_pass_iters: 3
  wl_per_cell_um: 6.62
  ant_nets: 0
worst_setup_path:
  startpoint: "out[1]"
  critPathMaxFanout: 3
  endpoint_kind: "flip-flop"
  cp-start-kind: "flip-flop"
  criticalPathCategory: "flip-flop to flip-flop"
  cp.arrival_ns: 1.15
  required_ns: 1.12
  reg2reg_from: "out[1]"
sta:
  final.min_clock_period_ns: 1.03
  setup_tns_ns: -0.0312
  setup_slack_ns: -0.0312
  timing.final.crit_share_pct: 103
  tightest_slew_ns: 0.200
  setup_viol: 1
  fmax_mhz: 970
  rsz0062_at_grt: "yes"
  slew-limit-headroom_pct: 86.6
  finalHoldViolCount: 0
  maxSlewViolCount: 0
  fin_worst_skew_ns: 0.00462
die:
  pin_count: 6
  rows: 21
  die_area_um2: 6400
  floorplan.core_util_pct: 5.42
  coreArea_um2: 3420
  fp.dieH_um: 80
  die_w_um: 80
place:
  dp_hpwl_um: 367
  portBuffers: 5
  globalplace.congestion: 0.667
  post-place-ws_ns: -0.0754
finish:
  drive_above_1_share_pct: 51.6
  largest_register_ffs: 4
  finish.utilization_pct: 10.9
  area_growth_pct: 101
  regMostFlops: "out"
  reg.largest.list: "out x4"
synth:
  ys_cells: 19
  synth_seq_share_pct: 43.2
  logic_family: "simple AND/OR/NAND/NOR gates"
  syn_area_um2: 185
  yosys.area_share.aoi_pct: 11.5
  yosysUniqueCellTypes: 12
  synth_flops: 4
  syn_avg_cell_area_um2: 9.75
  ys_sh_xor_pct: 0
  ys_warn_count: 1
  simple_gate_share_pct: 29.7
  syn_inst: 19
  yosys_area_um2: 185
  synthAdderAreaFrac_pct: 13.5
  synth.mux.area_fraction_pct: 0
cts:
  cts_sinks: 4
  clock_latency_ns: 0.23
  clk_pin_slew_ns: 0.04
  cts-root-buf: "clkbuf_4"
  clockBufferDepth: 2
  cts_inserted_buffers: 3
  h-tree-depth: 1
  cts_tree: "built"
worst_hold_path:
  hold_class: "flip-flop to flip-flop"
  holdCritStartpoint: "out[0]"
run:
  maxCapViolCount: 0
  warning_count: 28
[path summary, 6_finish.rpt]
path	to	slack (ns)	depth (start not counted)
min reg2reg	out[0]	0.52	2
min	out[0]	0.52	2
max reg2reg	out[3]	-0.03	5
max	out[3]	-0.03	5
[cells in the final DEF, fill, tap and decap left out, drive strengths merged, types with 2 or more instances in the layout]
cell type	netlist	layout
buf	0	4
clkbuf	0	4
clkdlybuf4s15	0	2
dfxtp	4	4
ha	2	2
nand2	2	2
nor2	2	2
nor3b	2	2
[where the power goes]
part	switching, W	internal [W]	total, W
Sequential	0.00000624	0.000173	0.000179
Clock	0.0000619	0.000134	0.000196
Combinational	0.0000323	0.0000468	0.0000792
[Yosys cell counts]
cell      number  area, µm²
dfxtp_1        4       80.1
ha_1           2       25.0
nand2_1        2       7.51
nor2_1         2       7.51
nor3b_1        2       15.0
a21boi_0       1       7.51
and3_4         1       11.3
inv_1          1       3.75
nand2b_1       1       6.26
nand3b_1       1       7.51
o21ai_0        1       5.00
o31a_1         1       8.76
[through the flow]
step | power (W) | instance area [µm²] | hold WS (ns) | std cells
2_1_floorplan | 0.000199 | 185 | 0.328 | 19
3_3_place_gp | 0.000231 | 308 | 0.458 | 72
3_5_place_dp | 0.000233 | 308 | 0.475 | 72
4_1_cts | 0.000465 | 375 | 0.517 | 77
5_1_grt | 0.000499 | 372 | 0.557 | 77
6_report | 0.000454 | 372 | 0.523 | 77
[cell type report]
cell class,count,area [µm²]
Sequential cell,4,83.8
Tap cell,46,57.6
Timing Repair Buffer,9,81.3
Inverter,1,6.26
Fill cell,402,3040
Clock buffer,3,22.5
Multi-Input combinational cell,14,120
[worst max-delay path, stage by stage, from the launching register on]
cell	delay (ns)
dfxtp_2	0.31
buf_6	0.12
inv_4	0.05
ha_4	0.11
nor3b_1	0.04
o31a_1	0.29
[cell families after synthesis]
| group | Yosys count |
|---|---|
| DFF | 4 |
| AOI/OAI and AO/OA | 3 |
| and+or+nand+nor | 9 |
| adders and majority gates | 2 |
| buffers and inverters | 1 |
[per-layer routing]
| layer | part of all wire, % | vias up |
|---|---|---|
| met5 | 0 | - |
| met4 | 0 | 0 |
| met3 | 15 | 0 |
| met2 | 33 | 9 |
| met1 | 51 | 72 |
| li1 | - | 90 |
[what timing repair did]
item                                    4_1_cts  5_1_grt
pin swaps                                     1        0
setup buffers                                 2        0
endpoints found under the setup margin        7        7
hold buffers                                  0        0
hold endpoints to repair                      0        0
gates resized                                19        2
Power figures rest on the tool's default switching activity, not on a simulated workload.
