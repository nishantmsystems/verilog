==> /design/flow/design.v <==
module singleportram(
din,
cs,
oe,
address,
we,
clk,
dout
);
parameter DATA_WIDTH = 8 ;
parameter ADDRESS_WIDTH = 8 ;
input [DATA_WIDTH-1:0] din;
input cs;
input oe;
input we;
input [ADDRESS_WIDTH-1:0] address;
input clk;
output [DATA_WIDTH-1:0] dout;
reg [DATA_WIDTH-1:0] memoryelement[ADDRESS_WIDTH-1:0];
reg [DATA_WIDTH-1:0] d_out[ADDRESS_WIDTH-1:0];
always @(posedge clk)begin
if (cs && we && !oe) begin
memoryelement[address]<=din;
end
else if(cs && !we && oe) begin
d_out[address]<=memoryelement[address];
end
end
assign  dout =d_out[address];
endmodule
==> /design/flow/run.sh <==
#!/bin/bash
# OpenROAD 26Q1-2900-gdf79404cd8, Yosys 0.63+post, stock flow scripts
make -C /OpenROAD-flow-scripts/flow DESIGN_CONFIG=/design/flow/config.mk WORK_HOME=/design/flow/orfs finish
==> /design/flow/config.mk <==
export PLATFORM = sky130hd
export DESIGN_NAME = singleportram
export DESIGN_NICKNAME = singleportram
export VERILOG_FILES = /design/flow/design.v
export SDC_FILE = /design/flow/constraint.sdc
export NUM_CORES = 4
export LEC_CHECK = 1
export CORE_UTILIZATION = 30
==> /design/flow/constraint.sdc <==
current_design singleportram

set clk_period 3.6
set clk_io_pct 0.2

create_clock -name clk0 -period $clk_period [get_ports {clk}]

set non_clock_inputs [all_inputs -no_clocks]
set_input_delay [expr $clk_period * $clk_io_pct] -clock clk0 $non_clock_inputs
set_output_delay [expr $clk_period * $clk_io_pct] -clock clk0 [all_outputs]
==> flow_results.org <==
#+TITLE: Implementation results

** Final timing
- Summed over all failing endpoints, the final setup total negative slack is 0 ns.
- Pins over their slew limit :: 0
- Final worst path period need :: ~3.2 ns
- The pin closest to its max-slew limit shows a slew of approximately 0.38 ns.
- After layout, the worst path uses 90.16% of the clock period.
- Maximum clock rate :: 0.3081 GHz
- Clock skew after layout :: between 0.009 and 0.01 ns
- The final timing report counts setup violations totalling 0.
- Setup repair after global routing left no endpoint under its margin.
- Final hold slack :: between 0.8 and 0.9 ns
- The final timing report gives a worst setup slack of 0.3542 ns.
- Hold Fails Final Rpt :: 0
- The worst pin sits at a relative slew slack of between 70% and 80%.

** Setup path
- Worst setup slack for register-to-register paths :: approximately 2.1 ns
- The largest single stage delay on the critical path is about 0.52 ns.
- On the critical path the largest part of the delay comes from buffers and inverters.
- Cell count along the critical path :: 5
- Worst setup path category :: input pin to output port
- For the worst flop-to-flop path, the logic depth is 2.
- The critical path goes through clkdlybuf4s50_1 -> buf_12 -> mux4_2 -> mux2_2 -> clkdlybuf4s50_1.
- STA classifies the critical path startpoint as an input pin.
- Req. time, crit path :: approximately 2.9 ns
- Crit path max-delay cell type :: sky130_fd_sc_hd__clkdlybuf4s50_1
- Worst reg2reg path endpoint :: d_out[7][1]
- Per the post-run analysis, buffers plus inverters along the critical path come to 3.
- In this run the critical register-to-register path is launched from memoryelement[1][1].
- The critical path maximum fanout is 39.
- Crit path capture type :: output port
- Data on the critical path arrives at its endpoint at about 2.5 ns.
- The most numerous cell type found on the critical path is sky130_fd_sc_hd__clkdlybuf4s50_1.

** Global route
- Total global routing track utilization :: about a tenth
- First-pass GRT wire length :: 12910 um
- Largest net degree at the start of global routing :: ~40
- Via count of the first global-routing pass :: 2360
- Total overflow reported by the global router :: 0
- The initial antenna violation count is 0.

** Flow run
- The tool warning count for the run is 30.
- Per the run summary, max-cap violations total 0.

** Yosys
- Yosys attributes the largest share of cell area to sky130_fd_sc_hd__edfxtp_1 77%, sky130_fd_sc_hd__mux4_2 9.4%, sky130_fd_sc_hd__mux4_1 5.8%.
- After synthesis, the design contains 209 cells according to Yosys.
- Synth warn :: 1
- The largest total area in the synthesized netlist belongs to sky130_fd_sc_hd__edfxtp_1.
- Post-synthesis instance total :: ~210
- Sequential cells were found to cover roughly 77% of the synthesized design area.
- Library cell with the highest instance count after synthesis :: sky130_fd_sc_hd__edfxtp_1
- After synthesis the netlist holds a flip-flop and latch count of ~130.
- Average cell area after synthesis :: roughly 24 um^2
- Top FF cell, synth :: sky130_fd_sc_hd__edfxtp_1
- The synthesis run shows the most used standard cells to be 128 x sky130_fd_sc_hd__edfxtp_1, 21 x sky130_fd_sc_hd__mux4_2, 12 x sky130_fd_sc_hd__nor2_1, 11 x sky130_fd_sc_hd__mux4_1, 10 x sky130_fd_sc_hd__mux2_4.
- Before any placement, the netlist area is recorded as ~0.0050 mm^2.
- The area fraction of the largest cell type after synthesis is roughly 77%.
- Number of flops mapped to enable cells by yosys :: approximately 130
- Async set or reset register ratio after synthesis :: 0%
- The number of different library cells used by synthesis comes to 15.
- Post-synth area from yosys stat :: between 0.005 and 0.006 mm^2

** Power
- P per Cell Area :: between 500 and 600 mW/mm^2
- Cell leakage power :: approximately 2.0 nW
- IR analysis of the VDD net gives a maximum drop of roughly 0.31 mV.

** Layout
- In this run the layout overhead on the synthesized area is reported as 22.54%.
- For this run, the share of the core covered by cells in the final layout is between 30% and 40%.
- Total of fill cells in the finished design :: roughly 1500
- Non-filler instance count after layout :: slightly below 500
- Per the final layout report, the fraction of cells sized above drive strength 1 comes to ~30%.

** Clocking
- CTS HTree Levels :: 4
- TritonCTS built the clock tree.
- Clk buf depth :: 2
- In this run the post-CTS setup repair buffer count came out at 0.
- Number of clock sinks seen by CTS :: 128
- Quantity of hold-fixing buffers added after cts :: 0
- Looking at the clock tree report, the root buffer type is sky130_fd_sc_hd__clkbuf_16.
- After clock tree synthesis, the clock-pin slew on the worst setup and hold paths is ~0.05 ns.
- Per the skew report, the later register of the worst-skew pair sees a clock latency of roughly 0.40 ns.
- The number of gates resized after CTS was 0.
- Buffers inserted during clock tree synthesis total 17.

** Die
- Boundary Pins :: 28
- The core region is 0.01612 mm^2.
- The overall die size recorded for this design is approximately 0.017 mm^2.
- Effective utilization at floorplan :: 31.11%
- In this run the vertical extent of the chip is roughly 130 um.
- Count of standard-cell rows :: 46
- The floorplan step set the die width to 131.3 um.

** Place
- Total instance count after detailed placement :: about 460
- Note, the detailed placer reported a final HPWL of 4807 um.
- Weighted congestion reported at the end of routability-driven placement :: 0.6998
- During placement, the flow inserted port buffers numbering 22.
- Placement-stage worst setup slack :: 0.3462 ns

** Routing
- The routed layout has ~2200 vias.
- The routed design shows a via density per instance of between 4 and 5.
- After detailed routing, the number of remaining DRC violations is 0.
- Before antenna repair, the detailed router went through 4 iterations.
- Per the detail_route report, routed wire per instance is 16.82 um.
- Total inserted antenna cells :: 0
- Total length of routed wires :: 8209 um
- The detail route stage leaves a number of antenna-violating nets equal to 0.
- The detailed router finished its first iteration with between 200 and 250 violations.

** Outcome
- Result of the run :: finished clean

** Hold path
- STA shows the worst min-delay path finishing at d_out[5][0].
- The worst hold path begins at memoryelement[0][0].
- Checking hold timing, the worst path is listed with class register to register.
- Worst hold path cell count :: 2
registers in the layout, indices dropped and copies added (netlist names):
name           count
d_out             64
memoryelement     64
per-layer routing:
layer	vias up	global-route usage (%)	part of all wire (%)
met4	0	1.873	1.3
li1	1003	-	-
met3	8	5.271	9.6
met2	101	17.79	52
met1	1071	12.98	37
met5	-	0	0
area by class of cell:
cell class,instances,area (um^2),area share [%]
sequential,128,3844,62.57
clock buffer,23,447.9,7.291
tap,216,270.3,4.399
multi-input combinational,71,1101,17.92
timing repair buffer,42,390.4,6.354
clock inverter,8,90.09,1.466
worst max-delay path by stage:
| stage | to | startpoint | slack (ns) |
|---|---|---|---|
| after CTS | dout[7] | address[2] | 0.32 |
| final | dout[7] | address[2] | 0.35 |
| after global routing | dout[7] | address[2] | 0.30 |
stage by stage:
stage / cell area, um^2 / total power, mW
after global routing: 6143 / 3.473
after floorplan: 5014 / 1.788
final: 6143 / 3.364
after global placement: 5605 / 1.851
after CTS: 6143 / 3.401
after detailed placement: 5605 / 1.855
worst min-delay path: stages, from the launching register on:
cell and delay (ns):
sky130_fd_sc_hd__edfxtp_1 0.31, sky130_fd_sc_hd__mux4_1 0.21, sky130_fd_sc_hd__mux2_4 0.19
layout by cell type (no fill, tap or decap):
| master | Yosys | layout |
|---|---|---|
| sky130_fd_sc_hd__buf_2 | 6 | 1 |
| sky130_fd_sc_hd__mux4_2 | 21 | 21 |
| sky130_fd_sc_hd__clkinvlp_4 | 0 | 1 |
| sky130_fd_sc_hd__mux2_4 | 10 | 10 |
| sky130_fd_sc_hd__clkinv_1 | 0 | 2 |
| sky130_fd_sc_hd__clkinv_2 | 0 | 3 |
| sky130_fd_sc_hd__nor2_1 | 12 | 12 |
| sky130_fd_sc_hd__nand2b_1 | 2 | 2 |
| sky130_fd_sc_hd__mux4_1 | 11 | 11 |
| sky130_fd_sc_hd__bufinv_16 | 0 | 2 |
| sky130_fd_sc_hd__nand4b_1 | 2 | 2 |
| sky130_fd_sc_hd__buf_12 | 1 | 2 |
| sky130_fd_sc_hd__edfxtp_1 | 128 | 128 |
| sky130_fd_sc_hd__nor3_1 | 4 | 4 |
| sky130_fd_sc_hd__nand2_1 | 1 | 1 |
| sky130_fd_sc_hd__nand4bb_1 | 2 | 2 |
| sky130_fd_sc_hd__clkbuf_16 | 0 | 17 |
| sky130_fd_sc_hd__clkdlybuf4s50_1 | 0 | 21 |
| sky130_fd_sc_hd__clkbuf_1 | 2 | 6 |
| sky130_fd_sc_hd__mux2_2 | 6 | 6 |
| sky130_fd_sc_hd__buf_4 | 0 | 18 |
where the power goes:
part | internal, mW | total (mW) | switching (mW)
logic | 0.0854 | 0.158 | 0.0731
registers | 1.66 | 1.66 | 0.00192
clock network | 1.00 | 1.54 | 0.537
total | 2.75 | 3.36 | 0.612
kinds of logic (layout without fill, tap and decap cells):
group / count (synthesis) / count (layout) / share of synthesized area, %
DFF: 128 / 128 / 76.67
muxes: 48 / 48 / 19.54
and+or+nand+nor: 23 / 23 / 2.421
buffers and inverters: 10 / 73 / 1.373
Power and IR drop assume default switching activity.
